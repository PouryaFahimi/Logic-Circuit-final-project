<file path="./config.mk">
export PLATFORM = sky130hd
export DESIGN_NAME = Circuit
export DESIGN_NICKNAME = Circuit
export VERILOG_FILES = /design/flow/design.v
export SDC_FILE = /design/flow/constraint.sdc
export NUM_CORES = 4
export LEC_CHECK = 1
export CORE_UTILIZATION = 50
</file>
<file path="./constraint.sdc">
current_design Circuit

set clk_period 5.1
set clk_io_pct 0.2

create_clock -name clk0 -period $clk_period [get_ports {clk}]

set non_clock_inputs [all_inputs -no_clocks]
set_input_delay [expr $clk_period * $clk_io_pct] -clock clk0 $non_clock_inputs
set_output_delay [expr $clk_period * $clk_io_pct] -clock clk0 [all_outputs]
</file>
<file path="./design.v">
module Capacity (
    input [3:0] in,   
    output reg [2:0] out   
);
  integer i;   
  always @(*) begin
    out = 0;   
    for (i = 0; i < 4; i = i + 1) begin
      if (in[i] == 1'b0) begin
        out = out + 1;
      end
    end
  end
endmodule
module Circuit (
    input clk,
    input entry_sensor,
    input exit_sensor,
    input [1:0] switch,
    input reset,
    output [3:0] parking_slots,
    output door_open_light,
    output full_light,
    output [2:0] capacity,
    output [2:0] best_place,
    output [7:0] sev_data,
    output [4:0] sev_sel
);
  wire clk_40MHz, clk_100Hz, clk_2Hz, clk_1Hz;
  FrequencyDivider freqDiv (
      .clk_40MHz(clk),
      .rst(reset),
      .clk_40MHz_out(clk_40MHz),
      .clk_100Hz(clk_100Hz),
      .clk_2Hz(clk_2Hz),
      .clk_1Hz(clk_1Hz)
  );
  wire db_entry, db_exit;
  Debouncer en_b (
    .clk(clk),
    .reset_n(reset),
    .button(entry_sensor),
    .debounce(db_entry)
  );
  Debouncer ex_b (
    .clk(clk),
    .reset_n(reset),
    .button(exit_sensor),
    .debounce(db_exit)
  );
  wire [3:0] state;
  wire door_open_trigger, full_trigger;
  FSM fsm (
      .clk(clk_40MHz),
      .in({db_entry, db_exit, switch}),
      .reset(reset),
      .state(state),
      .door_open_pulse(door_open_trigger)
  );
  DoorOpen door_open_flasher (
      .clk_40MHz(clk_40MHz),
      .clk_2Hz(clk_2Hz),
      .trigger(door_open_trigger),
      .reset(reset),
      .LED(door_open_light)
  );
  assign parking_slots[0] = state[0];
  assign parking_slots[1] = state[1];
  assign parking_slots[2] = state[2];
  assign parking_slots[3] = state[3];
  wire full_temp;
  assign full_temp = &state;   
  assign full_trigger = full_temp & db_entry & ~db_exit;
  wire full_light_signal;
  FullLight full_light_flasher (
      .clk_40MHz(clk_40MHz),
      .clk_1Hz(clk_1Hz),
      .trigger(full_trigger),
      .reset(reset),
      .LED(full_light_signal)
  );
  assign full_light = full_light_signal;
  Capacity cap (
      .in(state),
      .out(capacity)
  );
  Location loc (
      .in(state),
      .encoded(best_place)
  );
  reg [11:0] data;
  always @(*) begin
    data = 12'b0;
    data[2:0] = best_place;   
    data[8:6] = capacity;     
  end
  seven_segment_display sev_seg (
      .clk(clk),
      .s1a(data),
      .set_Data(sev_data),
      .see_sel(sev_sel)
  );
endmodule
module Debouncer(
    input clk,
    input reset_n,
    input button,
    output reg debounce
);
    reg [2:0] shift_reg;
    always @(posedge clk or negedge reset_n) begin
        if (!reset_n) begin
            shift_reg <= 3'b111;
            debounce <= 0;
        end else begin
            shift_reg <= {shift_reg[1:0], button};
            if (shift_reg == 3'b000) begin
                debounce <= 1;
					 shift_reg <= 3'b111;
            end else if (shift_reg != 3'b000) begin
                debounce <= 0;
            end
        end
    end
endmodule
module DoorOpen (
    input  wire clk_40MHz,   
    input  wire clk_2Hz,     
    input  wire trigger,     
    input  wire reset,       
    output reg  LED          
);
  initial LED = 0;
  parameter FLASH_COUNT = 20;
  reg [3:0] counter = 0;   
  reg       flashing = 0;   
  reg       trigger_latched = 0;   
  reg       trigger_processed = 0;  
  always @(posedge clk_40MHz or posedge reset) begin
    if (reset) begin
      trigger_latched <= 0;
    end else if (trigger && !trigger_processed) begin
      trigger_latched <= 1;   
      trigger_processed <= 1;  
    end else begin
      trigger_latched <= 0;  
    end
  end
  always @(posedge clk_2Hz or posedge reset) begin
    if (reset) begin
      counter <= 0;
      flashing <= 0;
      LED <= 0;
    end else if (trigger_latched && !flashing) begin
      counter <= FLASH_COUNT;
      flashing <= 1;
      LED <= 1;
    end else if (flashing) begin
      if (counter > 1) begin
        counter <= counter - 1;
        LED <= ~LED;   
      end else begin
        counter <= 0;
        flashing <= 0;
        LED <= 0;
      end
    end
  end
endmodule
module FSM (
    input  wire       clk,              
    input  wire [3:0] in,               
    input             reset,
    output reg  [3:0] state,            
    output reg        door_open_pulse   
);
  initial begin
    state           = 4'b0000;   
    door_open_pulse = 1'b0;      
  end
  reg [3:0] next_state;  
  always @(posedge clk or posedge reset) begin
    if (reset) begin
      state <= 4'b0000;          
      door_open_pulse <= 1'b0;  
    end else begin
      next_state = state;       
      case (in[3:2])            
        2'b10: begin            
          if (state != 4'b1111) begin  
            case (state)
              4'b0000: next_state = 4'b0001;
              4'b0001: next_state = 4'b0011;
              4'b0010: next_state = 4'b0011;
              4'b0011: next_state = 4'b0111;
              4'b0100: next_state = 4'b0101;
              4'b0101: next_state = 4'b0111;
              4'b0110: next_state = 4'b0111;
              4'b0111: next_state = 4'b1111;
              4'b1000: next_state = 4'b1001;
              4'b1001: next_state = 4'b1011;
              4'b1010: next_state = 4'b1011;
              4'b1011: next_state = 4'b1111;
              4'b1100: next_state = 4'b1101;
              4'b1101: next_state = 4'b1111;
              4'b1110: next_state = 4'b1111;
              default: next_state = state;  
            endcase
          end
        end
        2'b01: begin  
          case (in[1:0])   
            2'b00: if (state[0]) next_state = state & 4'b1110;   
            2'b01: if (state[1]) next_state = state & 4'b1101;   
            2'b10: if (state[2]) next_state = state & 4'b1011;   
            2'b11: if (state[3]) next_state = state & 4'b0111;   
            default: next_state = state;  
          endcase
        end
        default: next_state = state;  
      endcase
      if (state != next_state) begin
        door_open_pulse <= 1'b1;  
      end else begin
        door_open_pulse <= 1'b0;  
      end
      state <= next_state;  
    end
  end
endmodule
module FrequencyDivider (
    input  wire clk_40MHz,       
    input  wire rst,             
    output reg  clk_40MHz_out,   
    output reg  clk_100Hz,       
    output reg  clk_2Hz,         
    output reg  clk_1Hz          
);
  parameter DIV_100HZ = 400000;   
  parameter DIV_2HZ = 20000000;   
  parameter DIV_1HZ = 40000000;   
  reg [31:0] counter_100Hz = 0;
  reg [31:0] counter_2Hz = 0;
  reg [31:0] counter_1Hz = 0;
  initial begin
    clk_40MHz_out = 0;
    clk_100Hz = 0;
    clk_2Hz = 0;
    clk_1Hz = 0;
  end
  always @(posedge clk_40MHz or posedge rst) begin
    if (rst) begin
      counter_100Hz <= 0;
      counter_2Hz <= 0;
      counter_1Hz <= 0;
      clk_40MHz_out <= 0;
      clk_100Hz <= 0;
      clk_2Hz <= 0;
      clk_1Hz <= 0;
    end else begin
      clk_40MHz_out <= ~clk_40MHz_out;
      if (counter_100Hz == (DIV_100HZ / 2) - 1) begin
        clk_100Hz <= ~clk_100Hz;
        counter_100Hz <= 0;
      end else begin
        counter_100Hz <= counter_100Hz + 1;
      end
      if (counter_2Hz == (DIV_2HZ / 2) - 1) begin
        clk_2Hz <= ~clk_2Hz;
        counter_2Hz <= 0;
      end else begin
        counter_2Hz <= counter_2Hz + 1;
      end
      if (counter_1Hz == (DIV_1HZ / 2) - 1) begin
        clk_1Hz <= ~clk_1Hz;
        counter_1Hz <= 0;
      end else begin
        counter_1Hz <= counter_1Hz + 1;
      end
    end
  end
endmodule
module FullLight (
    input  wire clk_40MHz,   
    input  wire clk_1Hz,     
    input  wire trigger,     
    input  wire reset,       
    output reg  LED          
);
  initial LED = 0;
  parameter FLASH_COUNT = 6;
  reg [3:0] counter = 0;   
  reg       flashing = 0;   
  reg       trigger_latched = 0;   
  reg       trigger_processed = 0;  
  always @(posedge clk_40MHz or posedge reset) begin
    if (reset) begin
      trigger_latched <= 0;
      trigger_processed <= 0;
    end else if (trigger && !trigger_processed) begin
      trigger_latched <= 1;       
      trigger_processed <= 1;     
    end else begin
      trigger_latched <= 0;       
    end
  end
  always @(posedge clk_1Hz or posedge reset) begin
    if (reset) begin
      counter <= 0;
      flashing <= 0;
      LED <= 0;
    end else if (trigger_latched && !flashing) begin
      counter <= FLASH_COUNT;
      flashing <= 1;
      LED <= 1;
    end else if (flashing) begin
      if (counter > 1) begin
        counter <= counter - 1;
        LED <= ~LED;   
      end else begin
        counter <= 0;
        flashing <= 0;
        LED <= 0;
      end
    end
  end
endmodule
module Location (
    input  wire [3:0] in,
    output wire [2:0] encoded
);
  wire not_in3, not_in2, not_in1, not_in0;
  wire and0, and1, and2;
  not U0 (not_in3, in[3]);
  not U1 (not_in2, in[2]);
  not U2 (not_in1, in[1]);
  not U3 (not_in0, in[0]);
  and U4 (and0, not_in1, in[0]);
  and U5 (and1, not_in2, in[1], in[0]);
  and U6 (and2, not_in3, in[2], in[1], in[0]);
  and U7 (encoded[2], in[3], in[2], in[1], in[0]);
  or U8 (encoded[1], and2, and1);
  or U9 (encoded[0], encoded[2], and2, and0);
endmodule
module seven_segment_display (
    input wire clk,
    input wire [11:0] s1a,
    output reg [7:0] set_Data,
    output reg [4:0] see_sel
);
  reg [ 2:0] digit;
  reg [ 1:0] digit_select;
  reg [21:0] refresh_counter;   
  initial begin
    set_Data = 0;
	 see_sel = 0;
	 digit_select = 0;
	 refresh_counter = 0;
  end
  always @(posedge clk) begin
    if (refresh_counter[9] == 1) refresh_counter <= 0;
    else refresh_counter <= refresh_counter + 1;
  end
  always @(digit) begin
    case (digit)
      3'd0: set_Data = 8'b00111111;
      3'd1: set_Data = 8'b00000110;
      3'd2: set_Data = 8'b01011011;
      3'd3: set_Data = 8'b01001111;
      3'd4: set_Data = 8'b01100110;
      3'd5: set_Data = 8'b01101101;
      default: set_Data = 8'b00000000;   
    endcase
  end
  always @(posedge clk) begin
    if (refresh_counter[9] == 1) begin
      if (digit_select < 3) digit_select <= digit_select + 1;
      else digit_select <= 0;
      case (digit_select)
        2'b00: begin
          digit   = 6;
          see_sel = 5'b01000;   
        end
        2'b01: begin
          digit   = s1a[8:6];
          see_sel = 5'b00100;   
        end
        2'b10: begin
          digit   = 6;
          see_sel = 5'b00010;   
        end
        2'b11: begin
          digit   = s1a[2:0];
          see_sel = 5'b00001;   
        end
      endcase
    end
  end
endmodule
</file>
<file path="./run.sh">
#!/bin/bash
# OpenROAD 26Q1-2900-gdf79404cd8, Yosys 0.63+post, stock flow scripts
make -C /OpenROAD-flow-scripts/flow DESIGN_CONFIG=/design/flow/config.mk WORK_HOME=/design/flow/orfs finish
</file>
==> results.yml <==
# yosys + openroad results
critical_path:
  critPathRequiredTime_ns: 4.08
  cp-end-kind: "output pin"
  regToRegStartpoint: "freqDiv.counter_1Hz[0]"
  reg2reg_to: "freqDiv.clk_1Hz"
  path_class: "register to output pin"
  r2r_cells: 5
  start_kind: "register"
  cp.arrival_ns: 1.58
  path_max_fanout: 5
  r2r_slack_ns: 3.07
global_routing:
  grt_pass1_vias: 3847
  grt_overflow: 0
  antenna_found_initial: 0
  grt_max_degree: 50
  grt_pass1_wl_mm: 18.1
  gr-usage-all-layers: 0.198
timing:
  period_minus_slack_ns: 2.60
  hold_viol_final: 0
  slew_headroom: 0.492
  untimed_endpoints: 33
  slew_viol_final: 0
  grt_setup_unrepaired: "no"
  max_freq_ghz: 0.385
  unclocked_regs: 21
  worstMarginPinSlew_ns: 0.757
  fin_skew_ns: 0.00933
  finalSetupViolations: 0
  fin_crit_sh: 0.509
  setup_ws_ns: 2.50
  fin_tns_setup_ns: 0
synthesis:
  yosys_cells: 564
  ys_seq_elements: 115
  most_common_cell: "dfrtp_1"
  yosys_area_um2: 5680
  ys_types: 60
  synth_area_per_cell_um2: 10.1
  synth-edff-count: 10
  common_cells: "dfrtp_1, nand2_1, nor2_1, xnor2_1, nand3_1"
  ys_async_sr_fraction: 0.826
  synth_area_um2: 5680
  yosysTopAreaCell: "dfrtp_1"
  yosys_warnings: 8
  ys_seq_share: 0.508
  ff_type: "dfrtp_1"
  area_leaders: "dfrtp_1, xnor2_1, edfxtp_1"
  synth_top_area_share: 0.392
  synth_cells: 564
floorplan:
  ios: 31
  fp.dieW_um: 109
  rows: 38
  die-area_um2: 11800
  core_um2: 10900
  die_h_um: 109
  initCoreUtil: 0.520
layout:
  comb_area_um2: 2640
  drive_above_1_share: 0.0718
  reg_top3: "freqDiv.counter_1Hz: 32 flops, freqDiv.counter_2Hz: 32 flops, sev_seg.refresh_counter: 10 flops"
  flop_area_um2: 2890
  area_growth_pct: 12.6
  fillCellCount: 922
  final_core_util: 0.585
place:
  dp_hpwl_mm: 7.31
  pre_cts_ws_ns: 2.18
  io_buffers: 28
  place_congestion: 0.829
route:
  drtIter0Drc: 215
  wl_mm: 10.5
  antenna_left: 0
  drtPass1Iterations: 4
  vias_per_cell: 5.63
  antenna_cells: 0
  drc: 0
  routedWlPerCell_um: 14.2
  vias: 4159
cts:
  cts_tree: "built"
  max-clock-path-buffers: 2
  ctsResizeCount: 0
  cts_buffers: 9
  cts_setup_buffers: 0
  clk_pin_slew_ns: 0.06
  htree_levels: 3
  ctsHoldBuffers: 0
  clk_latency_ns: 0.35
  root_buffer: "clkbuf_16"
status:
  status: "finished, final reports clean"
worst_hold_path:
  hold_path_class: "register to register"
  worstHoldEndpoint: "sev_seg.refresh_counter[0]"
  worstHoldPathCells: 1
  min_from: "sev_seg.refresh_counter[0]"
power_and_ir_drop:
  ir_drop_uv: 213
  power_switching_uw: 306
  power.density_nw_per_um2: 227
  power_frac_seq: 0.527
  clockPowerShare: 0.451
  internal_power_mw: 1.14
  combPwrFrac: 0.022
  swShare: 0.211
  leakage_nw: 2.65
run:
  cap_violations: 0
  warnings: 35
-- routing by layer --
layer | vias up | share of wire | GRT usage
li1 | 2083 | - | -
met1 | 1999 | 0.50 | 0.332
met2 | 63 | 0.46 | 0.297
met3 | 14 | 0.029 | 0.0262
met4 | 0 | 0.017 | 0.0299
met5 | - | 0 | 0
-- cells by family (layout without fill, tap and decap cells) --
family	Yosys count	count (layout)	share of synthesized area
xor gates and xnor gates	58	58	0.0894
and+or+nand+nor	252	252	0.243
muxes	3	3	0.00550
other	2	3	0.00132
AOI/OAI and AO/OA	75	75	0.0830
buffers and inverters	40	74	0.0284
adders and majority gates	19	19	0.0418
DFF	115	115	0.508
-- placed cells by master, fill, tap and decap left out, drive strengths merged, types with 4 or more instances in the layout --
cell type | netlist | layout
clkbuf | 8 | 12
xor2 | 19 | 19
and4 | 13 | 13
ha | 19 | 19
nand2 | 46 | 46
or2 | 7 | 7
edfxtp | 10 | 10
dfrtp | 89 | 89
nand3 | 35 | 35
inv | 29 | 29
or3 | 8 | 8
dfxtp | 10 | 10
clkdlybuf4s50 | 0 | 28
nor2b | 9 | 9
nor2 | 43 | 43
dfstp | 6 | 6
nor3 | 23 | 23
a21oi | 18 | 18
o21ai | 23 | 23
nand4 | 25 | 25
xnor2 | 39 | 39
and3 | 10 | 10
or4 | 5 | 5
o22ai | 4 | 4
nor4 | 13 | 13
o211ai | 5 | 5
o31ai | 6 | 6
-- power by group through the flow --
stage | logic, mW | registers [mW] | clock network [mW]
5_1_grt | 0.0376 | 0.764 | 0.703
6_report | 0.0317 | 0.764 | 0.655
4_1_cts | 0.0329 | 0.764 | 0.678
-- critical path, stage by stage (launching register included) --
cell,delay (ns)
edfxtp_1,0.45
nor2_1,0.16
xnor2_1,0.15
clkdlybuf4s50_1,0.49
-- layout make-up --
cell class / count / share of cell area
tap: 140 / 0.0274
inverter: 29 / 0.0172
clock buffer: 12 / 0.0418
sequential: 115 / 0.451
multi-input combinational: 410 / 0.413
timing repair buffer: 30 / 0.0461
clock inverter: 3 / 0.00391
-- stage by stage --
stage | instances | total power, mW | hold WS, ns | instance area, µm²
3_3_place_gp | 724 | 0.810 | 0.433 | 6110
6_report | 739 | 1.45 | 0.450 | 6400
2_1_floorplan | 565 | 0.799 | 0.418 | 5690
3_5_place_dp | 724 | 0.811 | 0.447 | 6110
5_1_grt | 739 | 1.50 | 0.473 | 6400
4_1_cts | 739 | 1.48 | 0.457 | 6400
-- worst max-delay path by stage --
stage | from | end | slack (ns) | cells after the start
5_1_grt | reset | freqDiv.counter_1Hz[26] | 2.36 | 3
6_report | sev_seg.digit[1] | sev_data[3] | 2.50 | 3
4_1_cts | sev_seg.digit[1] | sev_data[3] | 2.48 | 3
Power figures rest on the tool's default switching activity, not on a simulated workload.
